File: design/flow/run.sh
#!/bin/bash
# OpenROAD 26Q1-2900-gdf79404cd8, Yosys 0.63+post, stock flow scripts
make -C /OpenROAD-flow-scripts/flow DESIGN_CONFIG=/design/flow/config.mk WORK_HOME=/design/flow/orfs finish
File: design/flow/config.mk
export PLATFORM = sky130hd
export DESIGN_NAME = topmod
export DESIGN_NICKNAME = topmod
export VERILOG_FILES = /design/flow/design.v
export SDC_FILE = /design/flow/constraint.sdc
export NUM_CORES = 4
export LEC_CHECK = 1
export CORE_AREA = 10 10 95 95
export DIE_AREA = 0 0 105 105
File: design/flow/constraint.sdc
current_design topmod

set clk_period 5.4
set clk_io_pct 0.2

create_clock -name clk0 -period $clk_period [get_ports {clk}]

set non_clock_inputs [all_inputs -no_clocks]
set_input_delay [expr $clk_period * $clk_io_pct] -clock clk0 $non_clock_inputs
set_output_delay [expr $clk_period * $clk_io_pct] -clock clk0 [all_outputs]
File: design/flow/design.v
module f1_fsm (
    input   logic       rst,
    input   logic       en,
    input   logic       clk,
    output  logic [7:0] data_out
);
    typedef enum {S0,S1,S2,S3,S4,S5,S6,S7,S8} my_state;
    my_state current_state, next_state;   
    always @(posedge clk, posedge rst) 
        if(rst) current_state <= S0;
        else    current_state <= next_state;
        always_comb 
                case(current_state)
                    S0: if(en) next_state = S1;
                        else next_state = current_state;
                    S1:  if(en)    next_state = S2;
                        else      next_state = current_state;
                    S2:  if(en)  next_state = S3;
                        else      next_state = current_state;
                    S3:  if(en)    next_state = S4;
                        else      next_state = current_state;
                    S4:  if(en)   next_state = S5;
                        else      next_state = current_state;
                    S5:  if(en)   next_state = S6;
                        else      next_state = current_state;
                    S6:  if(en)   next_state = S7;
                        else      next_state = current_state;
                    S7:  if(en)  next_state = S8;
                        else      next_state = current_state;
                    S8:  if(en)   next_state = S0;
                        else      next_state = current_state;
                    default: next_state = S0;
                endcase
            always_comb
        case (current_state)
            S0:    data_out = 8'b0000_0000;
            S1:    data_out = 8'b0000_0001;
            S2:    data_out = 8'b0000_0011;
            S3:    data_out = 8'b0000_0111;
            S4:    data_out = 8'b0000_1111;
            S5:    data_out = 8'b0001_1111;
            S6:    data_out = 8'b0011_1111;
            S7:    data_out = 8'b0111_1111;
            S8:    data_out = 8'b1111_1111;
            default: data_out = 8'b0;
        endcase
endmodule
module clktick #(
    parameter WIDTH = 16
)(
  input  logic             clk,       
  input  logic             rst,       
  input  logic             en,        
  input  logic [WIDTH-1:0] N,     	  
  output logic  		   tick       
);
logic [WIDTH-1:0] count;
always_ff @ (posedge clk)
    if (rst) begin
        tick <= 1'b0;
        count <= N;  
        end
    else if (en) begin
        if (count == 0) begin
            tick <= 1'b1;
            count <= N;
            end
        else begin
            tick <= 1'b0;
            count <= count - 1'b1;  
            end
        end
endmodule
module topmod #(
    parameter DATA_WIDTH = 8
)(
    input   logic       rst,
    input   logic       en,
    input   logic       clk,
    input   logic [15:0]   n,
    output  logic [7:0] data_out,
    output  logic tick
);
f1_fsm fsm(
    .rst(rst),
    .en(tick),
    .clk(clk),
    .data_out(data_out)
);
clktick clock(
    .clk(clk),
    .rst(rst),
    .en(en),
    .N(n),
    .tick(tick)
);
endmodule
==> impl_metrics.py <==
# Physical implementation metrics
metrics = {
    "grt": {
        "track_usage_pct": 5.09,
        "grt-ovfl-total": 0,
        "grt_first_pass_wirelength_um": 4730,
        "grt_max_degree": 31,
        "grt_pass1_vias": 975,
        "antenna_found_initial": 0,
    },
    "place": {
        "dpl_cell_area_mm2": 0.00169,
        "gp_congestion": 0.822,
        "io_buffers": 27,
        "numPlacedInstances": 249,
        "hpwl_um": 2030,
    },
    "run": {
        "drv_cap": 0,
        "warnings": 26,
    },
    "power_and_ir_drop": {
        "comb_power_share_pct": 17.1,
        "power_frac_clock_pct": 27.3,
        "p_total_mw": 0.378,
        "irDropWorstVdd_mv": 0.0978,
        "power_density_mw_per_mm2": 218,
        "pwr-share-seq_pct": 55.6,
        "switchingPower_mw": 0.0974,
        "p_leak_nw": 0.574,
        "sw_frac_of_total_pct": 25.8,
        "power.internal_mw": 0.281,
    },
    "floorplanning": {
        "die-width_um": 105,
        "floorplan.die.height_um": 105,
        "num_io_pins": 28,
        "fp_util_pct": 19.2,
        "core_area_mm2": 0.00691,
        "floorplan.die_area_mm2": 0.0110,
        "placementRows": 30,
    },
    "setup_path": {
        "r2r-start": "clock.count[0]",
        "path_buffers": 1,
        "path_cells": "nor2_1, nand3b_1, nand2_1, o21a_1, clkdlybuf4s50_1",
        "worstSetupStartpointType": "flop",
        "rr_endpoint": "clock.count[0]",
        "cp_data_required_time_ns": 4.32,
        "critical-path-top-delay-family": "simple AND/OR/NAND/NOR gates",
        "cpMaxStageDelayCell": "clkdlybuf4s50_1",
        "critPathCaptureType": "output pin",
        "path_max_fanout": 7,
        "cpPeakStageDelay_ns": 0.47,
        "critPathKind": "reg -> out",
        "rr_worst_depth": 6,
        "ff2ff_setup_slack_ns": 3.33,
        "cp.arrival_ns": 1.81,
    },
    "route": {
        "drtIter0Drc": 47,
        "wirelength_um": 2800,
        "drc": 0,
        "via_per_inst": 3.89,
        "vias": 985,
        "antenna_left": 0,
        "dr.pass1.iters": 4,
        "route.detailed.wl_per_inst_um": 11.1,
        "antenna-diode-count": 0,
    },
    "clock_network": {
        "cts_buffers": 3,
        "cts_setup_buffers": 0,
        "clock-root-buffer": "clkbuf_8",
        "cts_hold_buf": 0,
        "cts_sinks": 21,
        "cts_tree": "built",
        "insertion_delay_ns": 0.26,
        "cts_resized": 0,
        "clkSlewWorstSetupHoldPaths_ns": 0.08,
        "htreeDepth": 1,
        "ctsLongestPathBuffers": 2,
    },
    "layout": {
        "design_area_mm2": 0.00173,
        "final_core_util_pct": 25.1,
        "syn2layout_area_growth_pct": 30.5,
        "drive_above_1_share_pct": 14.0,
        "logic_area_um2": 668,
        "n_fill_cell": 753,
        "fin_cells": 253,
        "flop_area_um2": 601,
    },
    "sta": {
        "rsz0062_at_grt": "false",
        "slew_headroom_pct": 61.1,
        "tightest_slew_ns": 0.580,
        "drv_slew": 0,
        "fin_tns_setup_ns": 0,
        "fmax_mhz": 346,
        "setup_viol": 0,
        "worst_clock_skew_ns": 0.00139,
        "min_period_ns": 2.89,
        "timing.final.crit_share_pct": 53.5,
        "hold_viol": 0,
    },
    "synthesis": {
        "syn-cell-area_mm2": 0.00133,
        "logic_family": "simple AND/OR/NAND/NOR gates",
        "aoi_share_pct": 12.8,
        "syn_avg_cell_area_um2": 10.1,
        "ys_ff": 21,
        "ys_cells": 131,
        "ys_types": 34,
        "ys_chip_area_mm2": 0.00133,
        "ys_sh_simple_pct": 22.7,
        "ys_seq_share_pct": 45.2,
        "ys_warn_count": 2,
        "synthAdderAreaFrac_pct": 1.88,
        "netlist_instances": 131,
        "synth.mux.area_fraction_pct": 2.35,
        "xor_area_share_pct": 10.5,
    },
    "run_status": {
        "status": "completed",
    },
    "hold_path": {
        "hold_depth": 1,
        "min_path_type": "reg -> reg",
        "worstHoldStart": "clock.tick",
        "min_to": "fsm.current_state[3]",
    },
}
==> synthesized netlist by cell type <==
library cell	n	area, um^2
nor4_4	1	21.3
nand3b_1	3	22.5
or2_2	1	6.26
dfrtp_1	4	100
nand2_1	8	30.0
o22ai_1	1	6.26
a21oi_1	3	15.0
clkbuf_1	4	15.0
xnor2_1	5	43.8
a21oi_2	10	87.6
mux2i_1	2	20.0
nand2b_1	1	6.26
nor2_1	22	82.6
nor4b_1	1	8.76
buf_6	2	22.5
nand3_1	3	15.0
ha_1	2	25.0
nand4_1	3	18.8
dfxtp_1	1	20.0
mux2_2	1	11.3
nor3b_2	1	12.5
a31oi_1	2	12.5
nor3_1	3	15.0
and2_1	1	6.26
or3_1	2	12.5
o21ai_0	5	25.0
inv_1	6	22.5
nand4b_1	1	8.76
a41oi_2	1	16.3
o21a_1	1	7.51
xor2_1	11	96.3
nor3_2	1	10.0
edfxtp_1	16	480
nor4_2	2	25.0
==> worst register-to-register path, stage by stage, from the launching register on <==
cell,delay [ns]
edfxtp_1,0.42
inv_1,0.12
ha_1,0.15
nor4b_1,0.39
a41oi_2,0.16
buf_4,0.27
mux2_2,0.32
==> area by class of cell <==
type	instances	share of cell area, %
Clock buffer	4	2.60
Inverter	6	1.30
Multi-Input combinational cell	98	38.5
Sequential cell	21	34.6
Tap cell	96	6.93
Timing Repair Buffer	28	16.0
==> cell usage in the layout, fill, tap and decap left out, types with 2 or more instances in the layout <==
cell	count
clkdlybuf4s50_1	27
nor2_1	22
edfxtp_1	16
xor2_1	11
a21oi_2	10
nand2_1	8
inv_1	6
xnor2_1	5
o21ai_0	5
dfrtp_1	4
nand3_1	3
nand3b_1	3
a21oi_1	3
nor3_1	3
nand4_1	3
clkbuf_8	3
nor4_2	2
a31oi_1	2
or3_1	2
mux2i_1	2
ha_1	2
==> power groups by stage <==
| stage | Sequential (mW) | Clock [mW] | Combinational (mW) |
|---|---|---|---|
| 6_report | 0.210 | 0.103 | 0.0648 |
| 5_1_grt | 0.213 | 0.116 | 0.0725 |
| 4_1_cts | 0.210 | 0.106 | 0.0658 |
==> sequential cells by signal (all words and copies together) (netlist names) <==
signal / count
fsm.current_state: 4
clock.tick: 1
clock.count: 16
==> routing by layer <==
layer / vias to the layer above / track usage, % / share of wire (%)
met3: 2 / 2.05 / 7.1
met4: 0 / 0.294 / 0.61
met5: - / 0 / 0
met2: 24 / 6.76 / 38
met1: 449 / 7.85 / 54
li1: 510 / - / -
==> stage by stage <==
step	worst slack [ns]	hold slack, ns
6_report	2.51	0.561
4_1_cts	2.49	0.567
3_5_place_dp	2.66	0.541
5_1_grt	2.36	0.627
3_3_place_gp	2.69	0.539
2_1_floorplan	3.35	0.469
==> kinds of logic (layout without fill, tap and decap cells) <==
kind of cell	count (synthesis)	in the layout
AND-OR/OR-AND	23	23
buffers and inverters	12	38
XOR/XNOR	16	16
adder cells (fa/ha/maj)	2	2
AND/OR/NAND/NOR	54	54
multiplexers	3	3
flip-flops	21	21
==> worst max path at each step <==
stage	start	endpoint	slack [ns]	depth (start not counted)
6_report	fsm.current_state[0]	data_out[5]	2.51	5
5_1_grt	fsm.current_state[1]	data_out[5]	2.36	5
4_1_cts	fsm.current_state[0]	data_out[5]	2.49	5
No activity file was given, so power comes from the tool's default toggle rates.
